[flow/design.v]
`timescale 1ns/1ns
module myALU2 (input signed [15:0] inB, inA, input [2:0] opc , input inC,
 			   output zer,neg, output logic signed [15:0] w);
wire [15:0]temp1 , temp2 ;
assign neg = w[15];
assign zer = ~|w;
assign temp1 = (opc == 3'b000) ? inA : 
               (opc == 3'b001) ? inA<<<1 :
               (opc == 3'b011) ? inB>>>1 : 16'd1;
assign temp2 = inB + ((~|opc)&inC);
always @(inA,inB,inC,opc,temp2) begin
	w = 16'b0;
	case (opc)
		3'b000 : w = temp2;
		3'b001 : w = temp2;
		3'b010 : w = temp2;
		3'b011 : w = temp2>>>2;
		3'b100 : w = inA & inB;
		3'b101 : w = inA | inB;
		3'b110: w = ~inB;
		default : w = 16'b0;
endcase	
end
endmodule  
[flow/run.sh]
#!/bin/bash
# OpenROAD 26Q1-2900-gdf79404cd8, Yosys 0.63+post, stock flow scripts
make -C /OpenROAD-flow-scripts/flow DESIGN_CONFIG=/design/flow/config.mk WORK_HOME=/design/flow/orfs finish
[flow/config.mk]
export PLATFORM = sky130hd
export DESIGN_NAME = myALU2
export DESIGN_NICKNAME = myALU2
export VERILOG_FILES = /design/flow/design.v
export SDC_FILE = /design/flow/constraint.sdc
export NUM_CORES = 4
export LEC_CHECK = 1
export CORE_AREA = 10 10 79 79
export DIE_AREA = 0 0 89 89
[flow/constraint.sdc]
current_design myALU2

set clk_period 10.6
set clk_io_pct 0.2

create_clock -name clk0 -period $clk_period

set non_clock_inputs [all_inputs -no_clocks]
set_input_delay [expr $clk_period * $clk_io_pct] -clock clk0 $non_clock_inputs
set_output_delay [expr $clk_period * $clk_io_pct] -clock clk0 [all_outputs]
==> commit_impl_results.txt <==
Refresh implementation metrics

- The slowest stage of the critical path belongs to the cell sky130_fd_sc_hd__clkdlybuf4s50_1.
* Final setup violation count: 0
- After routing, the total negative slack on setup checks comes to 0 ns.
- Synthesis warning total: 1
- In the final layout, flip-flops and latches occupy 0 sq um.
- Standard-cell row count: 25
- Aggregate global routing overflow: 0
- 0 antenna diodes ended up in the layout.
- Leading post-synthesis cells by cell area: sky130_fd_sc_hd__o21ai_0 (9.1%), sky130_fd_sc_hd__nand2_1 (7.4%), sky130_fd_sc_hd__xnor2_1 (7.2%), sky130_fd_sc_hd__a22o_1 (5.1%), sky130_fd_sc_hd__nor3_1 (4.5%)
- Pwr dens: approximately 41 nW/um^2
* Top-level port count: approximately 54
- Leading cell types by count after synthesis: sky130_fd_sc_hd__nand2_1 (24), sky130_fd_sc_hd__o21ai_0 (22), sky130_fd_sc_hd__nor3_1 (11)
- Instance area after placement: about 1700 sq um
* Clock buffers: 0
- Gates resized, CTS repair: 0
- Worst setup slack after placement: approximately 2.5 ns
- Die Ht: approximately 90 microns
- The total area inside the core boundary comes to 4660 sq um.
* Headroom to the max-slew limit: 48.9%
- The violation tally recorded at the end of detailed-routing iteration 0 is 96.
* Number of antenna violations at the first check in global routing: 0
* Final Hold Violation Tally: 0
- Global placer's final weighted congestion: 0.971
- Syn-to-layout area delta: 42.3%
* Die Wd: about 90 microns
* Global-route total usage across every layer: ~11%
- For this run, the register share of the synthesized area comes to 0%.
- Outcome: completed
- VDD IR-drop max: 0.0130 mV
- Cell type with the largest total area: sky130_fd_sc_hd__o21ai_0
- Final routed DRC violation total: 0
- In the setup report, the worst path falls into the class in2out.
- Dividing the synthesized area by the synthesized cell count gives 6.56 sq um.
- Vias in the first global route: about 1,500
- The overall die size recorded for this design is 7920 sq um.
* Estimated wirelength of the detail-placed design: 3.78 mm
- The script logs the ratio of routed vias to standard cells as 5.55.
- Crit. End Element: output pin
- Subtracting the final worst setup slack from the clock period gives 8.13 ns.
- Slowest stage delay, CP: 0.96 ns
* Worst Hold Slack: 5.38 ns
- At the worst endpoint, the required time is between 8 and 9 ns.
* Cell with the most instances after synthesis: sky130_fd_sc_hd__nand2_1
* Leakage: 0.000577 uW
* Number of fill cells in the layout: 512
* Cell area after layout: 1730 sq um
- Dominant cell area share: under 10%
- Traced cell by cell, the critical path runs through clkdlybuf4s50_1 > nor2_1 > and3_1 > ha_1 > ha_1 > xnor2_1 > o21ai_1 > or3_4 > or4b_1 > nor4_1 > and4b_1 > clkdlybuf4s50_1.
* Worst-Margin Slew: ~0.76 ns
* Post-detailed-route wirelength per cell: about 18 microns
- The mapped netlist covers 1210 sq um.
* Max capacitance violation total: 0
- Crit path DAT: 6.01 ns
- Hold bufs inserted after CTS: 0
- Setup repair after global routing left no endpoint under its margin.
- Post-synthesis cell count: 185
* First-pass GRT wire length: ~7.4 mm
- Post CTS Setup Buffer Count: 0
- In the final report, the number of pins over their slew limit comes to 0.
- The first TritonRoute pass finished after 4 iterations.
* Fraction of final layout cells sized beyond drive strength 1: 5.41%
- Tcrit/Tclk final: between 70% and 80%
- The final route contains 1,531 vias.
- Max Clk Rate: ~120 MHz
* Detail Route Antenna Nets: 0
- In this run the worst path has a maximum fanout of 22.
- In this run the worst hold path is classified as in2out.
- Pin count of the biggest net entering global routing: 29
- The critical path in the final layout is reported with a setup slack of 2.47 ns.
- Detailed-route wire length: 4.84 mm
* Count of instantiated cells in the yosys netlist: 185
- The worst setup path is launched from an input port.
- Synth unique cells: 51
- In this run the tools logged warnings totalling 32.
* Count of buffers inserted at the top-level ports: 54
- For this run, the chip area from Yosys synthesis comes to 1210 sq um.
- FP Util: 26.0%
* Number of flip-flops and latches: 0
## worst max-delay path: cells and delay by family
kind            cells  cell delay (ns)
buf+inv             2             1.43
fa+ha+maj           2             0.48
simple gates        6             1.70
compound gates      1             0.08
xor+xnor            1             0.19
## metrics by stage
stage                     cells  power [uW]  utilization [%]
after detailed placement    276        70.5             37.0
after CTS                   276        70.8             37.0
after global routing        276        77.4             37.0
after global placement      276        70.9             37.0
after floorplan             185        34.9                -
final                       276        70.6             37.0
## power by group
part / internal, uW / total [uW] / switching, uW
combinational: 38.5 / 70.6 / 32.1
clock: 0 / 0 / 0
sequential: 0 / 0 / 0
total: 38.5 / 70.6 / 32.1
## cells in the final DEF, fill, tap and decap left out, types with 2 or more instances in the layout
cell type / count
sky130_fd_sc_hd__o21ai_0: 22
sky130_fd_sc_hd__a22oi_1: 2
sky130_fd_sc_hd__buf_4: 3
sky130_fd_sc_hd__ha_1: 2
sky130_fd_sc_hd__clkdlybuf4s50_1: 54
sky130_fd_sc_hd__o31ai_1: 2
sky130_fd_sc_hd__a211o_1: 2
sky130_fd_sc_hd__nor3_1: 11
sky130_fd_sc_hd__o21a_1: 2
sky130_fd_sc_hd__nor2_1: 9
sky130_fd_sc_hd__inv_2: 2
sky130_fd_sc_hd__nand2_1: 24
sky130_fd_sc_hd__and4b_1: 2
sky130_fd_sc_hd__a22o_1: 7
sky130_fd_sc_hd__a221o_1: 5
sky130_fd_sc_hd__nor3b_1: 2
sky130_fd_sc_hd__nor4_1: 4
sky130_fd_sc_hd__a221oi_1: 4
sky130_fd_sc_hd__nand3_1: 6
sky130_fd_sc_hd__a21oi_1: 6
sky130_fd_sc_hd__xnor2_1: 10
sky130_fd_sc_hd__nor2b_1: 2
sky130_fd_sc_hd__a31oi_1: 2
sky130_fd_sc_hd__o311ai_0: 2
sky130_fd_sc_hd__or3_1: 2
sky130_fd_sc_hd__xor2_1: 5
sky130_fd_sc_hd__mux2i_1: 2
sky130_fd_sc_hd__nand4_1: 4
sky130_fd_sc_hd__inv_1: 3
## routing by layer
metal	vias to the layer above	global-route usage, %	wire length (microns)
met1	696	15.1	2160
met5	-	0	0
met2	51	19.7	2270
met3	3	2.20	388
met4	0	0.578	28
li1	781	-	-
## cell families after synthesis
logic type | synth area share [%]
buffers and inverters | 11.2
AOI/OAI and AO/OA | 37.0
xor gates and xnor gates | 10.8
muxes | 1.65
and+or+nand+nor | 36.4
adders and majority gates | 2.89
## worst paths after layout
check / end / cells after the start / startpoint / slack, ns
setup / recovery: zer / 12 / opc[0] / 2.47
hold / removal: w[14] / 3 / inA[14] / 5.38
## final cells by class
| type | count | area, sq um | share of cell area, % |
|---|---|---|---|
| Multi-Input combinational cell | 160 | 1080 | 62.4 |
| Inverter | 5 | 18.8 | 1.09 |
| Timing Repair Buffer | 57 | 563 | 32.6 |
| Tap cell | 54 | 67.6 | 3.91 |
No activity file was given, so power comes from the tool's default toggle rates.
